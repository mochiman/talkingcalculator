[design/flow/run.sh]
#!/bin/bash
# OpenROAD 26Q1-2900-gdf79404cd8, Yosys 0.63+post, stock flow scripts
make -C /OpenROAD-flow-scripts/flow DESIGN_CONFIG=/design/flow/config.mk WORK_HOME=/design/flow/orfs finish
[design/flow/config.mk]
export PLATFORM = sky130hd
export DESIGN_NAME = absolute_value
export DESIGN_NICKNAME = absolute_value
export VERILOG_FILES = /design/flow/design.v
export SDC_FILE = /design/flow/constraint.sdc
export NUM_CORES = 4
export LEC_CHECK = 1
export CORE_AREA = 10 10 70 70
export DIE_AREA = 0 0 80 80
[design/flow/constraint.sdc]
current_design absolute_value

set clk_period 1.9
set clk_io_pct 0.2

create_clock -name clk0 -period $clk_period

set non_clock_inputs [all_inputs -no_clocks]
set_input_delay [expr $clk_period * $clk_io_pct] -clock clk0 $non_clock_inputs
set_output_delay [expr $clk_period * $clk_io_pct] -clock clk0 [all_outputs]
[design/flow/design.v]
`default_nettype none
module 
picoblaze_template
#(
parameter clk_freq_in_hz = 25000000
) (
				output reg [7:0] phoneme_selection,
				input clk,
				input [7:0] input_data,
        input pico_start_signal,
        input fsm_finish_signal,
        output reg fsm_start_signal,
        output reg reset_edge_trap,
        output reg pico_finish_signal,
        input interrupt_signal
			     );
wire[9:0]  address;
wire[17:0]  instruction;
wire[7:0]  port_id;
wire[7:0]  out_port;
reg[7:0]  in_port;
wire  write_strobe;
wire  read_strobe;
reg  interrupt;
wire  interrupt_ack;
wire  kcpsm3_reset;
reg[26:0] int_count;
reg event_1hz;
reg        lcd_rw_control;
reg[7:0]   lcd_output_data;
pacoblaze3 led_8seg_kcpsm
(
                  .address(address),
               .instruction(instruction),
                   .port_id(port_id),
              .write_strobe(write_strobe),
                  .out_port(out_port),
               .read_strobe(read_strobe),
                   .in_port(in_port),
                 .interrupt(interrupt),
             .interrupt_ack(interrupt_ack),
                     .reset(kcpsm3_reset),
                       .clk(clk));
 wire [19:0] raw_instruction;
	pacoblaze_instruction_memory 
	pacoblaze_instruction_memory_inst(
     	.addr(address),
	    .outdata(raw_instruction)
	);
	always @ (posedge clk)
	begin
	      instruction <= raw_instruction[17:0];
	end
    assign kcpsm3_reset = 0;                       
 always @ (posedge clk or posedge interrupt_ack)   
 begin
      if (interrupt_ack)  
            interrupt <= 0;
      else
		begin 
		      if (interrupt_signal)    
      		      interrupt <= 1;
          		else
		            interrupt <= interrupt;
      end
 end
 always @ (posedge clk)
 begin
    case (port_id[7:0])
        8'h0:    in_port <= input_data;
        8'h20:   in_port <= {6'd0, pico_start_signal, fsm_finish_signal};  
        default: in_port <= 8'bx;
    endcase
end
  always @ (posedge clk)
  begin
        if (write_strobe & port_id[7])   
          phoneme_selection <= out_port;
		  if (write_strobe & port_id[6])   
        {pico_finish_signal, reset_edge_trap, fsm_start_signal} <= out_port[2:0];
  end
endmodule
`default_nettype none
module volume_fsm(clk, reset, sample, outVolume, start, finish);
    input   logic           clk, reset;
    input   logic [7:0]     sample;
    output  logic [7:0]     outVolume;
    input   logic           start;       
    output  logic           finish;      
    logic [15:0]    sample_sum,     next_sample_sum;     
    logic [7:0]     sample_count,   next_sample_count;   
    logic [7:0]     next_volume;                         
    logic load_sample_sum, load_sample_count, load_volume;  
    logic [7:0] sample_abs_value;
    absolute_value #(8) get_sample_abs_value(.in(sample), .out(sample_abs_value));
    logic average_sum;
    assign next_sample_sum = average_sum ? (sample_sum >> 8) : (sample_sum + sample_abs_value);
    counter #(.width(8), .increment(1), .min(0), .max(255)) sample_counter(.control(1'b0), .current_count(sample_count), .next_count(next_sample_count));
    sum_to_volume volumeOut(.sum(sample_sum[7:0]), .volume(next_volume));
    logic synced_start;
    single_pulse_edgeTrap start_trap(.clk(clk), .in(start), .out(synced_start));
    logic [6:0] current_state;
    parameter wait_for_sample       =   7'b00_00001;
    parameter process_sample        =   7'b01_11000;
    parameter average_samples       =   7'b10_10110;
    parameter update_volume         =   7'b11_00100;
    assign {load_sample_sum, load_sample_count, load_volume, average_sum, finish} = current_state[4:0];
    vDFFE #(16) sample_sum_FF   (.clk(clk),   .reset(reset),    .enable(load_sample_sum),      .d(next_sample_sum),    .q(sample_sum));
    vDFFE #(8)  sample_count_FF (.clk(clk),   .reset(reset),    .enable(load_sample_count),    .d(next_sample_count),  .q(sample_count));
    vDFFE #(8)  volume_FF       (.clk(clk),   .reset(reset),    .enable(load_volume),          .d(next_volume),        .q(outVolume));
    always_ff @(posedge clk or posedge reset) begin
        if (reset) current_state <= wait_for_sample;
        else case (current_state)
            wait_for_sample: if (synced_start) current_state <= process_sample;
            process_sample: begin
                if (sample_count == 8'd255) current_state <= average_samples;
                else current_state <= wait_for_sample;
            end
            average_samples: current_state <= update_volume;
            update_volume: current_state <= wait_for_sample;
            default: current_state <= wait_for_sample;
        endcase
    end
endmodule
module absolute_value(in, out);
    parameter width = 8;
    input logic [width-1:0] in;
    output logic [width-1:0] out;
    always_comb begin
        if (in[width-1] == 1'b1) out = -in;
        else out = in;
    end
endmodule
module sum_to_volume(sum, volume);
    input logic [7:0]   sum;
    output logic [7:0]  volume;
    always_comb begin
        if      (sum[7] == 1'b1)    volume = 8'b11111111;
        else if (sum[6] == 1'b1)    volume = 8'b11111110;
        else if (sum[5] == 1'b1)    volume = 8'b11111100;
        else if (sum[4] == 1'b1)    volume = 8'b11111000;
        else if (sum[3] == 1'b1)    volume = 8'b11110000;
        else if (sum[2] == 1'b1)    volume = 8'b11100000;
        else if (sum[1] == 1'b1)    volume = 8'b10000000;
        else                        volume = 8'b00000000;
    end
endmodule
==> summary.txt <==
Update from the flow run.

The number of warnings reported in the stage logs is 32. The pin count of the biggest net entering global routing is 9. The number of nets with antenna violations after routing is 0. Per the GRT congestion report, total overflow comes to 0. The type of destination of the critical path is an output pin. The final max-slew violation count recorded for this run is 0. The final worst-path cycle share is 0.978. The critical path data arrival time is around 1500 ps. In this run the horizontal extent of the chip is 80 um.

The final weighted congestion recorded by global placement is about 0.75. The smallest hold slack is ~1300 ps. The global-route wire length before repair is 1150 um.

The utilization after layout is 0.125. The number of I/O port buffers is 16. The highest clock rate is about 540 MHz. Prior to clock tree synthesis, the placed netlist has a worst setup slack of -551 ps. The post-synthesis instance total is 21.

The die footprint is 0.00640 mm2. After synthesis, the cell types taking the most area are xnor2_1 30%, ha_1 8.5%, nand2b_1 8.5%. Setup repair after global routing left no endpoint under its margin. Counting I/O delays and the setup requirement, the final critical path takes approximately 1900 ps.

The cell total in the yosys stat output is 21. In this run the worst path has a maximum fanout of 3. The transition time at the pin with the least slew margin is about 380 ps.

Overall routing resource usage recorded by global route was 0.0210. The total number of sequential cells is 0. Summed over all instances, the cell type with the most area after synthesis is xnor2_1. The count of cells along the worst hold path is 4.

The iteration count recorded for the first detailed-route pass is 1. The final hold violation count is 0. In this run the worst hold path is classified as in2out.

The number of global-route vias before repair was ~250. For this block, the initial DRC count from the detailed router was 0. The area figure in the yosys stat output is 146 um2. 16 I/O pins were placed. Using the TritonRoute via totals, the vias-per-cell ratio works out to 2.62. Per Yosys stat, the portion of area used by sequential elements is 0. Summing all flip-flop and latch instances after layout gives 0 um2.

The layout summary lists the proportion of cells stronger than drive strength 1 as 0.568. The count of max-cap constraint violations is 0. The maximum resistive drop on vdd is 0.0188 mV. Yosys mapped the design onto 12 distinct sky130hd cell types.

The number of setup violations in the final report is 0. The power per cell area is 185 mW/mm2. The total of fill cells in the finished design is ~400. Wires add up to approximately 720 um. The share of synthesized area in the top cell type comes to 0.299. The leading cell type by number of instances after synthesis is xnor2_1.

The warning count from the yosys run is 1. The relative max-transition margin is 0.745. The count of standard-cell rows is 21. According to the timing report, the data required time at the worst endpoint equals 1520 ps. The initial antenna violation count is 0. The critical path is of the in2out type. The flow ran to the end, and the final reports show no timing, DRC or antenna violations. For hold timing, the worst endpoint is out[7]. At the floorplan stage, the core utilization is reported as 0.0429. Compared with the post-synthesis result, the final layout area differs by 192%.

The design draws 79.4 uW. The final antenna diode tally reported by the flow is 0. By count the netlist is led by 5 x xnor2_1, 3 x inv_1, 2 x nand2_1, 2 x nand2b_1, 2 x o21ai_0. The standby leakage power is ~0.18 nW. The layout has 0 clock buffers. Once routing completed, OpenROAD measured the worst setup slack at between 40 and 50 ps. The core region is approximately 0.0034 mm2. The cell area that synthesis handed to floorplanning was 146 um2.

The total via count after detailed routing is about 240. Hold repair after CTS inserted 0 buffers. Measured along the y axis, the die boundary spans approximately 80 um.

The type of origin of the critical path is a primary input. A synthesized cell averages about 7.0 um2. In the routed design, unresolved DRC markers number 0.

The final routed wire length divided by cell count is around 8 um. For the worst min-delay path, the startpoint reported by OpenROAD is in[4].
## critical path, cell delays in order
cell             delay (ps)
clkdlybuf4s15_1         180
or3_4                   400
buf_4                   140
buf_4                   120
nor4_2                  120
buf_2                   140
## worst max-delay path by stage
stage | cells after the start | startpoint | slack, ps | endpoint
after CTS | 9 | in[0] | 20 | out[4]
after global routing | 6 | in[2] | 2 | out[7]
final | 6 | in[2] | 40 | out[7]
## kinds of logic (layout without fill, tap and decap cells)
kind of cell / count (synthesis) / count (layout) / share of synthesized area
AOI/OAI and AO/OA: 4 / 4 / 0.188
xor gates and xnor gates: 5 / 5 / 0.299
adders and majority gates: 1 / 1 / 0.0855
buffers and inverters: 4 / 27 / 0.128
and+or+nand+nor: 7 / 7 / 0.299
## cell usage in the layout, fill, tap and decap left out, drive strengths merged
cell type and count:
buf 11, dlygate4sd2 7, xnor2 5, clkbuf 3, inv 3, o21ai 3, or3 2, clkdlybuf4s50 2
nand2b 2, nand2 2, o31ai 1, nor4 1, ha 1, clkdlybuf4s15 1
## layer usage
metal	vias to the layer above	part of all wire	GRT usage	wire, um
met3	0	0.21	0.0125	152
li1	118	-	-	-
met4	0	0	0	0
met2	12	0.39	0.0321	277
met5	-	0	0	0
met1	106	0.40	0.0264	286
## through the flow
stage	instance area, um2	instances	setup TNS, ps
3_3_place_gp	387	86	-3060
4_1_cts	434	89	0
6_report	428	90	0
2_1_floorplan	146	21	0
3_5_place_dp	387	86	-3110
5_1_grt	428	90	0
## what timing repair did
item	CTS	global route
buffers inserted	3	1
endpoints found under the setup margin	7	3
resized	34	5
pin swaps	8	4
## layout make-up
type,instances,area [um2],area share
well taps,46,57.6,0.135
multi-input cells,17,178,0.415
repair buffers,24,181,0.424
inverters,3,11.3,0.0263
## where the power goes
| part | internal, mW | switching (mW) |
|---|---|---|
| clock | 0 | 0 |
| sequential | 0 | 0 |
| combinational | 0.0490 | 0.0304 |
Power figures rest on the tool's default switching activity, not on a simulated workload.
