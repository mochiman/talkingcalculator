$ cat config.mk
export PLATFORM = sky130hd
export DESIGN_NAME = speed_ctrl
export DESIGN_NICKNAME = speed_ctrl
export VERILOG_FILES = /design/flow/design.v
export SDC_FILE = /design/flow/constraint.sdc
export NUM_CORES = 4
export LEC_CHECK = 1
export CORE_UTILIZATION = 30
$ cat constraint.sdc
current_design speed_ctrl

set clk_period 8.1
set clk_io_pct 0.2

create_clock -name clk0 -period $clk_period [get_ports {clk}]

set non_clock_inputs [all_inputs -no_clocks]
set_input_delay [expr $clk_period * $clk_io_pct] -clock clk0 $non_clock_inputs
set_output_delay [expr $clk_period * $clk_io_pct] -clock clk0 [all_outputs]
$ cat design.v
`default_nettype none
module 
picoblaze_template
#(
parameter clk_freq_in_hz = 25000000
) (
				output reg [7:0] phoneme_selection,
				input clk,
				input [7:0] input_data,
        input pico_start_signal,
        input fsm_finish_signal,
        output reg fsm_start_signal,
        output reg reset_edge_trap,
        output reg pico_finish_signal,
        input interrupt_signal
			     );
wire[9:0]  address;
wire[17:0]  instruction;
wire[7:0]  port_id;
wire[7:0]  out_port;
reg[7:0]  in_port;
wire  write_strobe;
wire  read_strobe;
reg  interrupt;
wire  interrupt_ack;
wire  kcpsm3_reset;
reg[26:0] int_count;
reg event_1hz;
reg        lcd_rw_control;
reg[7:0]   lcd_output_data;
pacoblaze3 led_8seg_kcpsm
(
                  .address(address),
               .instruction(instruction),
                   .port_id(port_id),
              .write_strobe(write_strobe),
                  .out_port(out_port),
               .read_strobe(read_strobe),
                   .in_port(in_port),
                 .interrupt(interrupt),
             .interrupt_ack(interrupt_ack),
                     .reset(kcpsm3_reset),
                       .clk(clk));
 wire [19:0] raw_instruction;
	pacoblaze_instruction_memory 
	pacoblaze_instruction_memory_inst(
     	.addr(address),
	    .outdata(raw_instruction)
	);
	always @ (posedge clk)
	begin
	      instruction <= raw_instruction[17:0];
	end
    assign kcpsm3_reset = 0;                       
 always @ (posedge clk or posedge interrupt_ack)   
 begin
      if (interrupt_ack)  
            interrupt <= 0;
      else
		begin 
		      if (interrupt_signal)    
      		      interrupt <= 1;
          		else
		            interrupt <= interrupt;
      end
 end
 always @ (posedge clk)
 begin
    case (port_id[7:0])
        8'h0:    in_port <= input_data;
        8'h20:   in_port <= {6'd0, pico_start_signal, fsm_finish_signal};  
        default: in_port <= 8'bx;
    endcase
end
  always @ (posedge clk)
  begin
        if (write_strobe & port_id[7])   
          phoneme_selection <= out_port;
		  if (write_strobe & port_id[6])   
        {pico_finish_signal, reset_edge_trap, fsm_start_signal} <= out_port[2:0];
  end
endmodule
`default_nettype none
module flash_ctrl(clk, reset, read, byteEnable, waitRequest, readData, readDataValid, outData, start, finish);
    input   logic           clk, reset;      
    output  logic           read;            
    output  logic [3:0]     byteEnable;      
    input   logic [31:0]    readData;        
    input   logic           waitRequest;     
    input   logic           readDataValid;   
    output  logic [31:0]    outData;         
    input   logic           start;           
    output  logic           finish;          
    logic enable_outData;
    vDFFE #(32) updateDataFF(.clk(clk), .reset(reset), .enable(enable_outData), .d(readData), .q(outData));
    logic synced_start;
    single_pulse_edgeTrap start_trap(.clk(clk), .in(start), .out(synced_start));
    logic [4:0] state;
    parameter idle          = 5'b00_001;
    parameter sendRead      = 5'b01_010;
    parameter waitForData   = 5'b10_100;
    assign {enable_outData, read, finish} = state[2:0];
    assign byteEnable = 4'b1111;  
    always_ff @(posedge clk or posedge reset) begin
        if (reset) state <= idle;
        else case (state)
            idle: if (synced_start) state <= sendRead;
            sendRead: state <= waitForData;
            waitForData: begin
                if (readDataValid) state <= idle;
            end
            default: state <= idle;
        endcase
    end
endmodule
module audio_ctrl(clk, sample_rate_clk, reset, inData, audioData, getNewData, address, start_address, end_address, start, finish);
    input   logic           clk, sample_rate_clk, reset;
    input   logic [31:0]    inData;                      
    output  logic [7:0]     audioData;                   
    output  logic           getNewData;                  
    output  logic [22:0]    address;                     
    input   logic [23:0]    start_address, end_address;  
    input   logic           start;
    output  logic           finish;
    logic [2:0] state = 3'b00_1;
    parameter idle = 3'b00_1;   
    parameter playback = 3'b01_0;
    parameter data_buffer = 3'b10_0;
    parameter timing_buffer = 3'b11_0;
    assign finish = state[0]; 
    logic synced_start;
    single_pulse_edgeTrap startTrap(.clk(clk), .in(start), .out(synced_start));
    logic synced_sample_clk;
    single_pulse_edgeTrap clkTrap(.clk(clk), .in(sample_rate_clk), .out(synced_sample_clk));
    logic [23:0] byte_address; 
    logic [22:0] word_address;
    logic [1:0]  memory_position;
    assign word_address = byte_address / 24'd4;
    assign memory_position = byte_address % 24'd4;
    always_ff @(posedge clk or posedge reset) begin
        if (reset) state <= idle;
        else case (state) 
            idle: begin
                byte_address <= start_address;  
                address <= start_address / 24'd4;
                audioData <= 8'd0; 
                if (synced_start) begin 
                    state <= data_buffer;
                    getNewData <= 1'b1; 
                end
                else begin
                    getNewData = 1'b0; 
                end
            end
            data_buffer: begin 
                state <= playback;
                getNewData <= 1'b0; 
            end
            playback: begin
                if (synced_sample_clk) begin
                    case (memory_position)
                        2'd0:   audioData <= inData[7:0];
                        2'd1:   audioData <= inData[15:8];
                        2'd2:   audioData <= inData[23:16];
                        2'd3:   audioData <= inData[31:24];
                        default: audioData <= 8'd0;
                    endcase
                    byte_address <= byte_address + 24'd1;
                    address <= word_address + 24'd1;  
                    if (byte_address == end_address) begin
                        state <= timing_buffer;
                        getNewData <= 1'b0;
                    end
                    else if (memory_position == 3) begin 
                        getNewData <= 1'b1;
                    end
                    else getNewData <= 1'b0;
                end
            end
            timing_buffer: if (synced_sample_clk) state <= idle;
            default: state <= idle;
        endcase
    end
endmodule
module speed_ctrl(clk, speedUp, speedDown, reset, currentSpeed);
    parameter defaultSpeed = 32'd6944;  
    parameter speedFactor = 32'd50;
    input logic clk, speedUp, speedDown, reset;
    output logic [31:0] currentSpeed = defaultSpeed; 
    always @(posedge clk) begin
        if (reset)
            currentSpeed <= defaultSpeed;
        else if (speedUp)
            currentSpeed <= currentSpeed + speedFactor;
        else if (speedDown)
            currentSpeed <= currentSpeed - speedFactor;
    end
endmodule
$ cat run.sh
#!/bin/bash
# OpenROAD 26Q1-2900-gdf79404cd8, Yosys 0.63+post, stock flow scripts
make -C /OpenROAD-flow-scripts/flow DESIGN_CONFIG=/design/flow/config.mk WORK_HOME=/design/flow/orfs finish
==> flow_summary.toml <==
# yosys + openroad results
[status]
status = "complete, no violations"

[pwr]
power_leakage_nw = 1.31
vdd_drop_max_v = 0.000106
p_per_area_nw_per_um2 = 293

[yosys]
avgSynthCellArea_sq_um = 7.61
ys_chip_area_sq_um = 2760
syn_area_sq_um = 2760
synth.most_common_cell = "nand2_1"
top_cells_by_area = "dfxtp_1, ha_1, a21oi_1"
ys_cells = 363
synthArstFlopShare_pct = 0
ys_warn_count = 1
postSynthSeqShare_pct = 22.5
syn_inst = 363
yosys-top-cells-count = "nand2_1, a21oi_1, nor2_1"
flop_cell = "dfxtp_1"
synth.top_cell.area_share_pct = 22.5
synth-edff-count = 0
ys_types = 62
yosys.area.top_type = "dfxtp_1"
synth_flops = 31

[final_layout]
area_delta_synth_final_pct = 17.4
reg_top3 = "currentSpeed: 31 flops"
regMostFlops = "currentSpeed"
largest_register_ffs = 31
drive_gt1_share_pct = 7.20
fin_cells = 497

[die]
die_w_um = 98.0
die-area_sq_um = 9600
rows = 34
core-area_sq_um = 8810
fp_util_pct = 31.4
die.size.y_um = 98.0
pin_count = 36

[min_path]
hp-class = "register to register"
worstHoldEndpoint = "currentSpeed[18]"
whs_path_depth = 2
min_from = "currentSpeed[18]"

[final_timing]
final_max_slew_viol_count = 0
max_freq_mhz = 209
fin_tns_setup_ps = 0
fin_crit_sh_pct = 59.1
min_period_ps = 4790
rsz0062_at_grt = "false"
finalSetupViolCount = 0
finalWorstSetupSlack_ps = 3310
worst_pin_slew_ps = 730
fin_skew_ps = 5.61
hold_viol = 0
slew_headroom_pct = 51.3

[clocking]
clkSinkCount = 31
clk_latency_ps = 280
htree_levels = 2
cts_root_buf = "clkbuf_8"
hold_buffers = 0
cts_buffer_depth = 2
cts_made_buffers = 5
clk_pin_slew_ps = 60
ctsResizeCount = 0
cts_tree = "built"
cts_setup_buffers = 0

[routing]
wl_per_cell_um = 13.3
diodes = 0
drt-total-wl_um = 6620
ant_nets = 0
viasPerCell = 5.17
num_vias = 2570
first_pass_iters = 18
drtIter0Drc = 122
drc = 0

[placed_design]
dp_hpwl_um = 4950
place.gp.congestion = 0.867
pre_cts_ws_ps = 2980
post-place-cells = 491
io_buffers = 34

[setup_path]
critPathLaunchType = "input pin"
worstSetupEndpointType = "register"
critical_path_peak_fanout = 16
worstPathRequired_ps = 8270
cp_data_arrival_time_ps = 4950
r2r-end = "currentSpeed[31]"
reg2regPathDepth = 10
criticalPathCategory = "input pin to register"
r2r_start = "currentSpeed[1]"
r2r_slack_ps = 5380

[grt]
grt_overflow = 0
grt_first_pass_wirelength_um = 11800
antenna_found_initial = 0
grt_pass1_vias = 2525
grt_max_degree = 27
grt_usage_pct = 14.9

[flow_run]
warnings = 25
maxCapViolCount = 0
critical path, cell delays in order:
cell             delay, ps
clkdlybuf4s50_1        660
inv_1                  300
buf_4                  290
ha_1                   420
a21oi_2                160
o21ai_1                 80
a221oi_2               350
o22a_2                 190
o211ai_2                80
a211oi_2               240
mux2i_1                220
mux2_1                 330
how the worst max path moves through the flow:
stage / start / endpoint / slack [ps]
finish: speedUp / currentSpeed[31] / 3310
CTS: speedUp / currentSpeed[31] / 3280
global route: speedUp / currentSpeed[31] / 2970
power breakdown:
group          internal (mW)  switching (mW)
Combinational          0.298           0.298
Clock                 0.0572          0.0560
Sequential             0.201          0.0398
Total                  0.556           0.394
cells by family (layout without fill, tap and decap cells):
| group | count (synthesis) | count (layout) | synth area share (%) |
|---|---|---|---|
| AOI/OAI and AO/OA | 119 | 119 | 28.9 |
| buffers and inverters | 33 | 59 | 5.48 |
| and+or+nand+nor | 123 | 123 | 20.7 |
| muxes | 3 | 3 | 1.13 |
| other | 1 | 1 | 0.136 |
| xor gates and xnor gates | 23 | 23 | 7.29 |
| adders and majority gates | 30 | 30 | 13.9 |
| DFF | 31 | 31 | 22.5 |
layout by cell type (no fill, tap or decap), types with 3 or more instances in the layout:
| cell type | Yosys | routed |
|---|---|---|
| inv_1 | 15 | 15 |
| o21bai_1 | 4 | 4 |
| o21ai_0 | 11 | 11 |
| nor2_1 | 32 | 31 |
| a31oi_1 | 6 | 6 |
| nand4_1 | 5 | 5 |
| a211oi_1 | 7 | 7 |
| clkdlybuf4s50_1 | 0 | 34 |
| nor3_1 | 6 | 6 |
| or3_1 | 3 | 3 |
| ha_1 | 29 | 29 |
| o211ai_1 | 5 | 5 |
| xnor2_1 | 17 | 17 |
| nand3_1 | 16 | 16 |
| dfxtp_1 | 31 | 31 |
| o21ai_1 | 13 | 13 |
| a21oi_1 | 38 | 38 |
| a21o_1 | 6 | 6 |
| a21oi_2 | 4 | 4 |
| clkbuf_8 | 0 | 5 |
| buf_4 | 1 | 3 |
| a211oi_2 | 4 | 4 |
| nand2_1 | 45 | 45 |
| xor2_1 | 6 | 6 |
routing by layer:
metal	vias to the layer above	GRT usage [%]	wire [um]
met5	-	0	0
met4	0	1.52	42
met3	5	1.96	206
met2	36	24.6	2930
met1	1162	21.7	3440
li1	1367	-	-
area by class of cell:
cell class	instances	area (sq um)
fill	900	5560
tap	108	135
inverter	16	60.1
multi-input combinational	299	1990
clock buffer	6	72.6
timing repair buffer	37	363
sequential	31	621
per-stage QoR:
step	utilization (%)	instance area, sq um	hold slack, ps	power (mW)
finish	36.8	3240	478	0.949
global route	36.8	3240	503	1.05
CTS	36.8	3240	483	0.957
detailed placement	36.0	3170	471	0.836
global placement	36.0	3170	466	0.838
floorplan	-	2760	429	0.668
Power and IR drop assume default switching activity.
